==> flow/design.v <==
module FND(i_Num, o_FND);
input wire [3:0] i_Num;
output reg [6:0] o_FND;
always@*
  case(i_Num)
    4'h0: o_FND = 7'b0000001;
    4'h1: o_FND = 7'b1001111;
    4'h2: o_FND = 7'b0010010;
    4'h3: o_FND = 7'b0000110;
    4'h4: o_FND = 7'b1001100;
    4'h5: o_FND = 7'b0100100;
    4'h6: o_FND = 7'b1100000;
    4'h7: o_FND = 7'b0001111;
    4'h8: o_FND = 7'b0000000;
    default o_FND = 7'b0001010;
endcase
endmodule
module Bomb_Top(i_Clk, i_Rst, i_fStart, i_Switch, o_Led, o_DM_Col, o_DM_Row, o_HEX1, o_HEX0);
input i_Clk; 
input i_Rst;
input i_fStart;
input [7:0] i_Switch;
output [7:0] o_Led;
output [7:0] o_DM_Col, o_DM_Row;
output [6:0] o_HEX1, o_HEX0;
wire Remove_Glitch_fStart;
wire Sec1Tick;
wire [3:0] Random4Bit;
wire Sec10Tick, Sec30Tick;
wire [2:0] State;
wire Comparison;
wire [4:0] Score;
wire [3:0] Score10, Score1;
Remove_Glitch   U0_Remove_Glitch(i_Clk, i_Rst, i_fStart, Remove_Glitch_fStart);
Gen_Sec1Tick    U1_Gen_Sec1Tick(i_Clk, i_Rst, State, Sec1Tick);
LFSR            U2_LFSR(i_Clk, i_Rst, Random4Bit);
Timer30         U3_Timer30s(i_Clk, i_Rst, State, Sec1Tick, Sec10Tick, Sec30Tick);
FSM             U4_FSM(i_Clk, i_Rst, Remove_Glitch_fStart, Score, Sec30Tick, State);
LED_On          U5_LED_On(i_Clk, i_Rst, Remove_Glitch_fStart, Sec1Tick, State, Random4Bit, o_Led);
Comparison      U6_Comparison(i_Clk, i_Rst, Remove_Glitch_fStart, State, Sec1Tick, o_Led, i_Switch, Comparison);
Score           U7_Score(i_Clk, i_Rst, State, Sec1Tick, Comparison, Score, Score10, Score1);
DotMatrixTop    U8_DotMatrixTop(i_Clk, i_Rst, Remove_Glitch_fStart, State, Sec10Tick, o_DM_Col, o_DM_Row);
FND             U9_FND(Score10, o_HEX1);  
FND             U10_FND(Score1, o_HEX0);  
endmodule
module Comparison(i_Clk, i_Rst, i_Remove_Glitch_fStart, i_State, i_Sec1Tick, i_Led, i_Switch, o_Comparison);
input i_Clk; 
input i_Rst;
input i_Remove_Glitch_fStart;
input [2:0] i_State;
input i_Sec1Tick;
input [7:0] i_Led;
input [7:0] i_Switch;
output reg o_Comparison;
parameter state_idle = 3'b000;
parameter state_game_start = 3'b001;
parameter state_game_clear = 3'b010;
parameter state_game_fail = 3'b011;
wire [7:0] And8_Led_Switch;
assign And8_Led_Switch = i_Led & i_Switch;
always @ (posedge i_Clk or negedge i_Rst) begin
    if(~i_Rst) begin
        o_Comparison <= 1'b0;
    end 
    else begin
        case(i_State)
            state_idle: if(i_Remove_Glitch_fStart) o_Comparison <= 1'b0;
            state_game_start: begin
                if(i_Sec1Tick) o_Comparison <= 1'b0;
                if(And8_Led_Switch[0] | And8_Led_Switch[1] | And8_Led_Switch[2] | And8_Led_Switch[3] | 
                                    And8_Led_Switch[4] | And8_Led_Switch[5] | And8_Led_Switch[6] | And8_Led_Switch[7]) o_Comparison <= 1'b1;
            end 
            default: o_Comparison <= 1'b0;            
        endcase
    end
end
endmodule
module DotMatrixTop(i_Clk, i_Rst, i_Remove_Glitch_fStart, i_State, i_Sec10Tick, o_DM_Col, o_DM_Row);
input	i_Clk;	 
input	i_Rst;
input   i_Remove_Glitch_fStart;
input [2:0] i_State;
input i_Sec10Tick;
output	wire [7:0] o_DM_Col, o_DM_Row;
reg		[ 7:0]	c_Cnt	, n_Cnt;
reg		[63:0]	c_Data	, n_Data;
wire	DM_o_fDone;	 
parameter	STARTGAME = {
	8'b11100111,
	8'b11100111,
	8'b11100111,
	8'b11000011,
	8'b10111101,
	8'b10111101,
	8'b10111101,
	8'b11000011};
parameter	LIFEPOINT1	= {
	8'b11111111,
	8'b11100111,
	8'b11100111,
	8'b11000011,
	8'b10111101,
	8'b10111101,
	8'b10111101,
	8'b11000011};
parameter	LIFEPOINT2	= {
	8'b11111111,
	8'b11111111,
	8'b11100111,
	8'b11000011,
	8'b10111101,
	8'b10111101,
	8'b10111101,
	8'b11000011};
parameter	LIFEPOINT3	= {
	8'b11111111,
	8'b11111111,
	8'b11111111,
	8'b11000011,
	8'b10111101,
	8'b10111101,
	8'b10111101,
	8'b11000011};
parameter GAMECLEAR = {
	8'b11000011,
	8'b10111101,
	8'b01011010,
	8'b01111110,
	8'b01011010,
	8'b01100110,
	8'b10111101,
	8'b11000011};
parameter	GAMEFAIL	= {
	8'b11000011,
	8'b10111101,
	8'b01111110,
	8'b00000000,
	8'b01011010,
	8'b01011010,
	8'b10111101,
	8'b11000011};
parameter state_idle = 3'b000;
parameter state_game_start = 3'b001;
parameter state_game_clear = 3'b010;
parameter state_game_fail = 3'b011;
DotMatrix	DM0(i_Clk, i_Rst, c_Data, o_DM_Col, o_DM_Row, DM_o_fDone);
always@(posedge i_Clk, negedge i_Rst)
	if(~i_Rst) begin
		c_Cnt	= 0;
		c_Data	= 0;
	end else begin
		c_Cnt	= n_Cnt;
		c_Data	= n_Data;
	end
always@*
begin
    n_Cnt	= DM_o_fDone ? c_Cnt + 1 : c_Cnt;
    case(i_State)
        state_idle: begin
            if(i_Remove_Glitch_fStart) n_Data = STARTGAME;
            else n_Data = {64{1'b1}};
        end
        state_game_start: begin
            if(i_Sec10Tick) begin
                if(c_Data == STARTGAME) n_Data = LIFEPOINT1;
                else if(c_Data == LIFEPOINT1) n_Data = LIFEPOINT2;
                else if(c_Data == LIFEPOINT2) n_Data = LIFEPOINT3;
                else n_Data = c_Data;
            end
            else n_Data = c_Data;
        end
        state_game_clear: n_Data = GAMECLEAR;
        state_game_fail: n_Data = GAMEFAIL;
        default: n_Data = {64{1'b1}};
    endcase
end
endmodule
module DotMatrix(i_Clk, i_Rst, i_Data, o_DM_Col, o_DM_Row, o_fDone);
input	i_Clk;	 
input	i_Rst;
input	[63:0]	i_Data;
output	wire [7:0] o_DM_Col, o_DM_Row;
output	wire o_fDone;
reg		[7:0]	c_Row, n_Row;
reg		[16:0]	c_Cnt, n_Cnt;
wire	f2ms;
assign o_fDone	= c_Row[7] && f2ms;
assign o_DM_Row = c_Row;
assign o_DM_Col =	
	(c_Row[7] ? i_Data[8*7+:8] : 0) |
	(c_Row[6] ? i_Data[8*6+:8] : 0) |
	(c_Row[5] ? i_Data[8*5+:8] : 0) |
	(c_Row[4] ? i_Data[8*4+:8] : 0) |
	(c_Row[3] ? i_Data[8*3+:8] : 0) |
	(c_Row[2] ? i_Data[8*2+:8] : 0) |
	(c_Row[1] ? i_Data[8*1+:8] : 0) |
	(c_Row[0] ? i_Data[8*0+:8] : 0);			
assign	f2ms	= c_Cnt == 100000 - 1;
always@(posedge i_Clk, negedge i_Rst)
	if(~i_Rst) begin
		c_Row	= 1;		
		c_Cnt	= 0;
	end else begin
		c_Row	= n_Row;		
		c_Cnt	= n_Cnt;
	end
always@*
begin
	n_Cnt	= f2ms	? 0 : c_Cnt + 1;
	n_Row	= f2ms	? {c_Row[6:0], c_Row[7]} : c_Row;
end
endmodule
module FSM(i_Clk, i_Rst, i_Remove_Glitch_fStart, i_Score, i_Sec30Tick, o_State);
input i_Clk, i_Rst;
input i_Remove_Glitch_fStart;
input [4:0] i_Score;
input i_Sec30Tick;
output [2:0] o_State;
parameter state_idle = 3'b000;
parameter state_game_start = 3'b001;
parameter state_game_clear = 3'b010;
parameter state_game_fail = 3'b011;
reg[2:0] c_State, n_State;
always @ (posedge i_Clk or negedge i_Rst) begin
    if(~i_Rst) c_State <= state_idle;
    else c_State <= n_State;
end
always @ (*) begin
    case(c_State)
        state_idle: begin
            if(i_Remove_Glitch_fStart) n_State = state_game_start;
            else n_State = c_State;
        end
        state_game_start: begin
            if(i_Score >= 5'd10) n_State = state_game_clear;
            else if(i_Sec30Tick) begin
                n_State = state_game_fail;
            end
            else n_State = c_State;
        end
        default: n_State = c_State;
    endcase
end
assign o_State = c_State;
endmodule
module Gen_Sec1Tick(i_Clk, i_Rst, i_State, o_Sec1Tick);
input i_Clk; 
input i_Rst;
input [2:0] i_State;
output reg o_Sec1Tick;
parameter Sec1_Cnt = 26'd50_000_000-26'd1; 
parameter state_idle = 3'b000;
parameter state_game_start = 3'b001;
parameter state_game_clear = 3'b010;
parameter state_game_fail = 3'b011;
reg [25:0] Clk_Cnt=0;
always @ (posedge i_Clk) begin
    if(i_State == state_game_start) begin
        if(Clk_Cnt >= Sec1_Cnt) Clk_Cnt <= 0;
        else Clk_Cnt <= Clk_Cnt + 26'd1;
    end
    else Clk_Cnt <= 0;
end
always @ (posedge i_Clk or negedge i_Rst) begin
    if(~i_Rst) o_Sec1Tick <= 1'b0;
    else begin
        if(Clk_Cnt >= Sec1_Cnt) o_Sec1Tick <= 1'b1;
        else o_Sec1Tick <= 1'b0;
    end
end
endmodule
module LED_On(i_Clk, i_Rst, i_Remove_Glitch_fStart, i_Sec1Tick, i_State, i_Random4Bit, o_Led);
input i_Clk;  
input i_Rst;
input i_Remove_Glitch_fStart;
input i_Sec1Tick;
input [2:0] i_State;
input [3:0] i_Random4Bit;
output reg [7:0] o_Led;
parameter state_idle = 3'b000;
parameter state_game_start = 3'b001;
parameter state_game_clear = 3'b010;
parameter state_game_fail = 3'b011;
always @ (posedge i_Clk or negedge i_Rst) begin
    if(~i_Rst) o_Led <= 8'd0;
    else begin
        case(i_State)
            state_idle: begin
                if(i_Remove_Glitch_fStart) begin
                    case(i_Random4Bit[2:0])
                        3'd0: o_Led <= 8'd1;
                        3'd1: o_Led <= 8'd2;
                        3'd2: o_Led <= 8'd4;
                        3'd3: o_Led <= 8'd8;
                        3'd4: o_Led <= 8'd16;
                        3'd5: o_Led <= 8'd32;
                        3'd6: o_Led <= 8'd64;
                        3'd7: o_Led <= 8'd128;
                        default: o_Led <= 8'd0;
                    endcase                
                end
                else o_Led <= 8'd0;
            end
            state_game_start: begin
                if(i_Sec1Tick) begin
                    case(i_Random4Bit[2:0])
                        3'd0: o_Led <= 8'd1;
                        3'd1: o_Led <= 8'd2;
                        3'd2: o_Led <= 8'd4;
                        3'd3: o_Led <= 8'd8;
                        3'd4: o_Led <= 8'd16;
                        3'd5: o_Led <= 8'd32;
                        3'd6: o_Led <= 8'd64;
                        3'd7: o_Led <= 8'd128;
                        default: o_Led <= 8'd0;
                    endcase                    
                end
            end
            default: o_Led <= 8'd0;
        endcase
    end
end
endmodule
module LFSR(i_Clk, i_Rst, o_Random4Bit);
input i_Clk, i_Rst;
output reg [3:0] o_Random4Bit;
parameter seed = 4'b0001;
always @ (posedge i_Clk or negedge i_Rst) begin
    if(~i_Rst) o_Random4Bit <= seed; 
    else begin
        o_Random4Bit[0] <= o_Random4Bit[0] ^ o_Random4Bit[3];
        o_Random4Bit[3:1] <= o_Random4Bit[2:0];
    end
end    
endmodule
module Remove_Glitch(i_Clk, i_Rst, i_fStart, o_Remove_Glitch_fStart);
input i_Clk; 
input i_Rst;
input i_fStart;
output o_Remove_Glitch_fStart;
reg i_fStart_buf;
always @ (posedge i_Clk or negedge i_Rst) begin
    if(~i_Rst) i_fStart_buf <= 1'b0;
    else i_fStart_buf <= i_fStart;
end
assign o_Remove_Glitch_fStart = i_fStart & (~i_fStart_buf);
endmodule
module Score(i_Clk, i_Rst, i_State, i_Sec1Tick, i_Comparison, o_Score, o_Score10, o_Score1);
input i_Clk; 
input i_Rst;
input [2:0] i_State;
input i_Sec1Tick;
input i_Comparison;
output reg [4:0] o_Score;
output wire [3:0] o_Score10, o_Score1;
parameter state_idle = 3'b000;
parameter state_game_start = 3'b001;
parameter state_game_clear = 3'b010;
parameter state_game_fail = 3'b011;
always @ (posedge i_Clk or negedge i_Rst) begin
    if(~i_Rst) o_Score <= 5'd0;
    else begin
        if( (i_State == state_game_start) & (i_Sec1Tick) & i_Comparison) begin            
            o_Score <= o_Score + 5'd1;
        end        
    end
end
assign o_Score10 = (o_Score >= 5'd10) ? 4'd1 : 4'd0;
assign o_Score1 = o_Score - 10*o_Score10;
endmodule
module Timer30(i_Clk, i_Rst, i_State, i_Sec1Tick, o_Sec10Tick, o_Sec30Tick);
input i_Clk;  
input i_Rst;
input [2:0] i_State;
input i_Sec1Tick;
output wire o_Sec10Tick;
output wire o_Sec30Tick;
parameter state_idle = 3'b000;
parameter state_game_start = 3'b001;
parameter state_game_clear = 3'b010;
parameter state_game_fail = 3'b011;
reg [4:0] cnt;
always @ (posedge i_Clk or negedge i_Rst) begin
    if(~i_Rst) cnt <= 5'd0;
    else begin
        case(i_State) 
            state_game_start: if(i_Sec1Tick) cnt <= cnt + 5'd1;     
            default: cnt <= 5'd0;
        endcase
    end
end
reg Sec10Count, Sec30Count;
reg Sec10Count_buf, Sec30Count_buf;
always @ (posedge i_Clk or negedge i_Rst) begin
    if(~i_Rst) begin
        Sec10Count <= 1'b0;
        Sec30Count <= 1'b0;
        Sec10Count_buf <= 1'b0;
        Sec30Count_buf <= 1'b0;
    end
    else begin
        if( (cnt == 5'd10) | (cnt == 5'd20) | (cnt == 5'd30) ) Sec10Count <= 1'b1;
        else Sec10Count <= 1'b0; 
        if(cnt == 5'd30) Sec30Count <= 1'b1;
        else Sec30Count <= 1'b0;
        Sec10Count_buf <= Sec10Count;
        Sec30Count_buf <= Sec30Count;
    end
end
assign o_Sec10Tick = Sec10Count & (~Sec10Count_buf);
assign o_Sec30Tick = Sec30Count & (~Sec30Count_buf);
endmodule
==> flow/run.sh <==
#!/bin/bash
# OpenROAD 26Q1-2900-gdf79404cd8, Yosys 0.63+post, stock flow scripts
make -C /OpenROAD-flow-scripts/flow DESIGN_CONFIG=/design/flow/config.mk WORK_HOME=/design/flow/orfs finish
==> flow/config.mk <==
export PLATFORM = sky130hd
export DESIGN_NAME = Bomb_Top
export DESIGN_NICKNAME = Bomb_Top
export VERILOG_FILES = /design/flow/design.v
export SDC_FILE = /design/flow/constraint.sdc
export NUM_CORES = 4
export LEC_CHECK = 1
export CORE_UTILIZATION = 50
==> flow/constraint.sdc <==
current_design Bomb_Top

set clk_period 4.8
set clk_io_pct 0.2

create_clock -name clk0 -period $clk_period [get_ports {i_Clk}]

set non_clock_inputs [all_inputs -no_clocks]
set_input_delay [expr $clk_period * $clk_io_pct] -clock clk0 $non_clock_inputs
set_output_delay [expr $clk_period * $clk_io_pct] -clock clk0 [all_outputs]
==> results.env <==
OUTCOME='finished, final reports clean'
SLOWEST_STAGE='clkdlybuf4s50_1'
DRT_ITER0_MARKERS=73
GRT_PASS1_WL_MM=14.4
POWER.SHARE.SEQUENTIAL=0.601
HPWL_MM=5.54
CELL_INTERNAL_PWR_mW=1.04
ROUTE.ANTENNA.REMAINING_NETS=0
CORE_UM2=8720
GLOBALROUTE.BUSIESTLAYER='met2'
WORST_PATH_CELL_CHAIN='inv_1 -> ha_1 -> or3_1 -> a21oi_4 -> inv_1 -> ha_1 -> ha_1 -> xor2_2 -> xnor2_2 -> and3_1 -> nor3_1 -> clkdlybuf4s50_1'
PWR-SHARE-COMB=0.016
WP_DATA_REQUIRED_NS=3.84
GRTUSAGEMET1=0.292
HOLD_CLASS='reg2reg'
SWITCHING_SHARE=0.209
ENABLE_FLOP_CELLS=0
NET-SWITCHING-POWER_uW=274
TRITONCTS_NUM_SINKS=94
CTS_TREE='done'
ROUTE.FINAL.WIRE_LENGTH_MM=8.14
CHIP_AREA_UM2=9370
DR_TOTAL_VIAS=3228
TIMING_MAX_TRANSITION_VIOLATIONS_FINAL=0
ROUTABILITYCONGESTION=0.794
TIMING.MAX_CAP.VIOLATIONS=0
WORST-SETUP-PATH-TYPE='reg2out'
NUMCTSBUFFERS=9
FINAL_CLOCK_SKEW_NS=0.0148
YOSYS_REGISTER_BITS=94
STDCELL_AREA_UM2=5200
GRT_ANTENNA_BEFORE_REPAIR=0
DRCVIOLATIONCOUNT=0
GRT-OVFL-TOTAL=0
LAYOUT-DRIVE-GT1-SHARE=0.0830
TIME_THE_WORST_PATH_NEEDS_WITH_I_O_DELAYS_AND_SETUP_NS=4.49
AREAGROWTHSYNTHTOFINISH_PCT=15.6
MAX-SLEW-MARGIN-REL=0.395
SYNTH_CELLS=451
GLOBAL_ROUTE.USAGE.MET2=0.302
MEAN_INSTANCE_SIZE_IN_THE_SYNTHESIZED_NETLIST_UM2=9.97
POST_DP_CELL_AREA_UM2=4980
FLOORPLAN.DIE.WIDTH_UM=96.8
DRT_PASS1_ITERATIONS=5
SYNTH_WARNINGS=11
SHARE_OF_ASYNC_SETTABLE_OR_ASYNC_RESETTABLE_FLOPS_AFTER_SYNTHESIS=0.723
POWER.DENSITY_nW_PER_UM2=252
UNREPAIRED_SETUP_ENDPOINTS_AFTER_GLOBAL_ROUTING='false'
FP_UTIL=0.515
YS_SEQ_SHARE=0.495
GRT_PASS1_VIAS=3093
CTS_MAX_LEVEL=3
PIN_COUNT_OF_THE_BIGGEST_NET_ENTERING_GLOBAL_ROUTING=39
WORSTPATHARRIVAL_NS=3.53
GLOBALROUTEMET3UTIL=0.0375
NUM_ROWS=34
FINALSETUPVIOLATIONS=0
PATH_BUFFERS=3
TIMING.CRITICAL_PATH.MAX_DELAY_FAMILY='buffers and inverters'
TIMING.FINAL.HOLD_VIOLATIONS=0
CTS.REPORTEDPATHS.CLKPINSLEW_NS=0.09
DIE_HEIGHT_UM=96.8
CLOCK_LATENCY_NS=0.35
WARNING_COUNT=34
CLK_ROOT_BUFFER_CELL='clkbuf_8'
MAX_CLOCK_FREQ_MHz=223
POST-CTS-SETUP-BUFFER-COUNT=0
HOLDWS_NS=0.380
CP-START-KIND='register'
PORTBUFFERS=45
ANT_CELLS=0
SETUP-TNS-FINAL_NS=0
YS_DOMINANT_REG_CELL='dfrtp_1'
LEAST_MARGIN_PIN_SLEW_NS=0.900
GLOBAL_ROUTE.USAGE.TOTAL=0.189
AVERAGE_VIA_COUNT_PER_STANDARD_CELL=5.36
CRIT_PATH_END_KIND='output pin'
SYNTHDISTINCTLIBCELLS=50
CLOCKPOWERSHARE=0.383
CRITPATHMOSTFREQUENTCELL='ha_1'
POST_SYNTHESIS_INSTANCE_AREA_UM2=4500
CELLLEAKAGEPOWER_nW=2.34
DETAIL_ROUTE.WL_PER_CELL_UM=13.5
YS_CHIP_AREA_UM2=4500
FINALCOREUTILIZATION=0.596
MAX-CLOCK-PATH-BUFFERS=2
MAX_STAGE_DELAY_NS=0.48
PATH_MAX_FANOUT=6
FINAL.PERIOD_UTILIZATION=0.935
MAXIMUM_VDD_DROP_V=0.000266
IOPINCOUNT=49
SYNTH-CELLS-YOSYS=451
[cell families (layout without fill, tap and decap cells)]
logic type,after synthesis,after routing,share of synthesized area
AND/OR/NAND/NOR,186,186,0.207
flip-flops,94,94,0.495
AND-OR/OR-AND,54,54,0.0893
XOR/XNOR,47,48,0.0916
buffers and inverters,41,82,0.0437
adder cells (fa/ha/maj),15,15,0.0417
multiplexers,12,12,0.0295
other,2,3,0.00167
[final timing paths]
path,endpoint,from,slack [ns],cells past startpoint
max,o_HEX0[1],U7_Score.o_Score[0]$_DFFE_PN0P_,0.31,12
min,U3_Timer30s.Sec30Count_buf$_DFF_PN0_,U3_Timer30s.Sec30Count$_DFF_PN0_,0.38,0
max reg2reg,U1_Gen_Sec1Tick.Clk_Cnt[24]$_SDFF_PP0_,U1_Gen_Sec1Tick.Clk_Cnt[0]$_SDFF_PP0_,2.58,6
min reg2reg,U3_Timer30s.Sec30Count_buf$_DFF_PN0_,U3_Timer30s.Sec30Count$_DFF_PN0_,0.38,0
max in group asynchronous,U7_Score.o_Score[0]$_DFFE_PN0P_,i_Rst,3.23,2
min in group asynchronous,U8_DotMatrixTop.DM0.c_Cnt[16]$_DFF_PN0_,i_Rst,0.61,1
[layout by cell type (no fill, tap or decap), types with 3 or more instances in the layout]
master           instances
dfstp_2                  3
xor2_1                  21
nor3_1                  13
o22a_2                   3
o41ai_1                  7
a22o_1                   5
nand2_1                 33
inv_1                   17
dfrtp_1                 64
a22oi_1                  5
xnor2_1                 25
and3_1                   8
clkbuf_1                 3
and4_1                   4
dfxtp_1                 26
buf_4                    4
conb_1                   3
a21oi_1                  5
o21ai_0                 12
nor2_1                  55
clkdlybuf4s50_1         44
mux2_2                  10
nand2b_1                 4
and2_1                   4
nor2b_1                  8
a222oi_1                 4
nand3_1                 24
nor4_1                   5
ha_1                    15
nand4_1                 16
clkbuf_8                 9
[cells in the mapped netlist, types with 3 or more instances]
cell type,count,area (um^2)
dfrtp_1,65,1630
nor2_1,55,206
nand2_1,33,124
dfxtp_1,26,521
xnor2_1,25,219
nand3_1,24,120
xor2_1,22,193
inv_1,17,63.8
nand4_1,16,100
ha_1,15,188
nor3_1,13,65.1
o21ai_0,12,60.1
buf_4,11,82.6
clkbuf_1,11,41.3
mux2_2,10,113
and3_1,8,50.1
nor2b_1,8,50.1
o41ai_1,7,61.3
a21oi_1,6,30.0
a22o_1,5,43.8
a22oi_1,5,37.5
nor4_1,5,31.3
a222oi_1,4,40.0
and2_1,4,25.0
and4_1,4,35.0
nand2b_1,4,25.0
dfstp_2,3,78.8
o22a_2,3,30.0
[flip-flops by register name (all words and copies together), names as in the netlist, 5 cells and up]
name                       cells
U1_Gen_Sec1Tick.Clk_Cnt       26
U7_Score.o_Score               5
U5_LED_On.o_Led                8
U8_DotMatrixTop.DM0.c_Row      8
U8_DotMatrixTop.DM0.c_Cnt     17
U8_DotMatrixTop.c_Data        10
U3_Timer30s.cnt                5
[layout make-up]
| cell class | count | area, um^2 |
|---|---|---|
| well taps | 108 | 135 |
| clock inverters | 4 | 48.8 |
| fillers | 723 | 3520 |
| clock buffers | 12 | 135 |
| flip-flops and latches | 94 | 2230 |
| multi-input cells | 318 | 2110 |
| repair buffers | 49 | 475 |
| inverters | 17 | 63.8 |
[stage by stage]
stage	instances	setup slack [ns]	power, mW
global placement	585	0.411	0.827
detailed placement	585	0.313	0.827
global route	602	0.0475	1.37
CTS	601	0.0261	1.33
floorplan	452	1.18	0.808
finish	602	0.313	1.31
[power groups by stage]
stage / registers [mW] / clock network, mW / logic, mW
4_1_cts: 0.788 / 0.523 / 0.0222
5_1_grt: 0.789 / 0.559 / 0.0245
6_report: 0.788 / 0.503 / 0.0207
[repair_timing]
action                                  4_1_cts  5_1_grt
gates resized                                 1        4
gates cloned                                  0        1
pin swaps                                     0        1
endpoints found under the setup margin        2        4
hold buffers                                  0        0
[routing by layer]
| metal | part of all wire | wire (um) | up-vias |
|---|---|---|---|
| met3 | 0.033 | 271 | 5 |
| met5 | 0 | 0 | - |
| met2 | 0.47 | 3810 | 51 |
| li1 | - | - | 1631 |
| met4 | 0.010 | 82 | 0 |
| met1 | 0.49 | 3970 | 1541 |
No activity file was given, so power comes from the tool's default toggle rates.
